==> ./design.v <==
module brc(
  input  logic [31:0] rs1_data, rs2_data,
  input  logic        br_unsigned,
  output logic        br_less, br_equal
);
  addsub addsubcomp (
    .inA         (rs1_data   ),
    .inB         (rs2_data   ),
    .neg_sel     (1'b1       ),
    .unsigned_sel(br_unsigned),
    .result      (           ),
    .less_than   (br_less    ),
    .equal       (br_equal   )
  );
endmodule
module addsub (
  input  [31:0] inA         ,
  input  [31:0] inB         ,
  input         neg_sel     ,
  input         unsigned_sel,
  output [31:0] result      ,
  output        less_than   ,
  output        equal
);
  wire [32:0] extendedA, extendedB;
  assign extendedA = unsigned_sel ? {1'b0, inA} : {1'(inA[31]), inA};
  assign extendedB = unsigned_sel ? {1'b0, inB} : {1'(inB[31]), inB};
  wire [32:0] newB;
  assign newB = neg_sel ? (~extendedB + 1'b1) : extendedB;
  assign {less_than, result} = extendedA + newB;
  assign equal = (result == 32'd0);
endmodule
==> ./run.sh <==
#!/bin/bash
# OpenROAD 26Q1-2900-gdf79404cd8, Yosys 0.63+post, stock flow scripts
make -C /OpenROAD-flow-scripts/flow DESIGN_CONFIG=/design/flow/config.mk WORK_HOME=/design/flow/orfs finish
==> ./config.mk <==
export PLATFORM = sky130hd
export DESIGN_NAME = brc
export DESIGN_NICKNAME = brc
export VERILOG_FILES = /design/flow/design.v
export SDC_FILE = /design/flow/constraint.sdc
export NUM_CORES = 4
export LEC_CHECK = 1
export CORE_AREA = 10 10 114 114
export DIE_AREA = 0 0 124 124
==> ./constraint.sdc <==
current_design brc

set clk_period 11.6
set clk_io_pct 0.2

create_clock -name clk0 -period $clk_period

set non_clock_inputs [all_inputs -no_clocks]
set_input_delay [expr $clk_period * $clk_io_pct] -clock clk0 $non_clock_inputs
set_output_delay [expr $clk_period * $clk_io_pct] -clock clk0 [all_outputs]
==> impl_metrics.ini <==
; flow metrics
[global_routing]
grt_use_total_pct = 8.66
grt_pass1_wl_um = 11400
grt_antenna_before_repair = 0
gr-usage-met3_pct = 1.79
grtUsageMet1_pct = 12.2
grt_use_met2_pct = 14.1
overflow = 0
grt_pass1_vias = 2366
busiest_layer = met2
grt_start_max_net_pins = 11

[power]
seq_power_share_pct = 0
power.share.clock_pct = 0
net-switching-power_w = 0.0000709
combPwrFrac_pct = 100.0
power_switching_share_pct = 52.0
internal_power_w = 0.0000654
peakVddDrop_v = 0.0000130
p_per_area_nw_per_um2 = 48.3
p_leak_nw = 1.24

[worst_setup_path]
path_buffers = 3
crit_path_end_kind = output port
slowest_stage = or4_1
worstSetupStartpointType = input pin
crit_type = input pin to output port
crit_chain = clkdlybuf4s50_1 > inv_1 > ha_1 > fa_1 > nand2b_1 > a21oi_1 > nor2_1 > o31ai_1 > a21oi_1 > xnor2_1 > nor4_2 > o2111ai_1 > or4_1 > nor4_2 > clkdlybuf4s50_1
slowest_delay_ns = 0.56
worst-path-stages = 15
crit_required_ns = 9.28
crit_fanout = 3
arrival_ns = 6.43
crit_family = simple AND/OR/NAND/NOR gates

[synth]
ys_seq_share_pct = 0
topCellsByArea = ha_1 20%, a21oi_1 9.7%, inv_1 8.2%, nand2_1 5.2%, xnor2_1 4.8%
yosysTopAreaCellShare_pct = 20.0
synth_chip_area_um2 = 2010
top_cell = inv_1
synth_cell_types = 52
synthTopCellsByCount = 44 x inv_1, 39 x a21oi_1, 32 x ha_1
synth.avg_cell_area_um2 = 6.53
yosys_warnings = 0
top_area_cell = ha_1
syn_area_um2 = 2010
syn_inst = 307
ys_cells = 307

[job]
tool_warnings = 32
maxCapViolCount = 0

[detailed_routing]
antenna_left = 0
dr.pass1.iters = 4
drt-wirelength-per-cell_um = 13.4
drc_errors = 0
diodes = 0
routed_via_density = 4.69
drtIter0Drc = 159
wl_um = 6730
vias = 2362

[clock_network]
post_cts_buffers = 0
cts_hold_buf = 0
cts_resized = 0

[final_timing]
hold_viol = 0
final.setup.tns_ns = 0
whs_ns = 5.64
finalMaxSlewViolations = 0
setup_viol = 0
rsz0062_at_grt = no
tightest_slew_ns = 0.564
slew_headroom_pct = 62.1
layout_min_cycle_time_ns = 8.75
finalCritPeriodShare_pct = 75.4
fmax_ghz = 0.114

[place]
dp_hpwl_um = 5890
io_buffers = 67
gp_congestion = 0.886

[finish]
design.seq.count = 0
fin_util_pct = 27.1
drive_above_1_share_pct = 1.90
area_delta_synth_final_pct = 40.6
n_clock_buffer = 0
seqCellArea_um2 = 0

[floorplanning]
die_h_um = 124
rows = 37
die_area_um2 = 15400
die_x_um = 124
core_um2 = 10400
floorplan.core_util_pct = 19.3
io_pins = 67

[status]
status = completed

[worst_hold_path]
hold_path.startpoint = br_unsigned
min_path_cells = 4
min_path_type = input pin to output port
holdPathEnd = br_less
==> stage by stage <==
stage	setup WS (ns)	cells	total power, W	cell area [um^2]
final	2.85	504	0.000136	2820
after global routing	2.46	504	0.000153	2820
after CTS	2.77	504	0.000137	2820
after detailed placement	2.76	504	0.000136	2820
after global placement	2.85	504	0.000136	2820
after floorplan	4.17	307	0.0000900	2010
==> cells by family after synthesis <==
group	Yosys count	share of synthesized area [%]
xor+xnor	19	8.30
simple gates	95	25.5
compound gates	107	34.2
fa+ha+maj	33	21.0
buf+inv	50	9.54
mux	3	1.50
==> tightest hold or removal path: cells and delay by family <==
kind	cells	cell delay, ns
buf+inv	2	0.80
simple gates	1	0.13
xor+xnor	1	0.08
==> area by class of cell <==
| cell class | instances | area [um^2] |
|---|---|---|
| Multi-Input combinational cell | 257 | 1810 |
| Tap cell | 136 | 170 |
| Inverter | 44 | 165 |
| Fill cell | 1159 | 7600 |
| Timing Repair Buffer | 67 | 671 |
==> metal layers <==
layer  share of wire (%)  wire [um]
met3                 7.2        487
met4                0.15         10
met5                   0          0
met2                  43       2920
met1                  49       3320
==> power by group through the flow <==
stage                 sequential, W  combinational (W)  clock (W)
after global routing              0           0.000153          0
final                             0           0.000136          0
after CTS                         0           0.000137          0
==> worst max path at each step <==
stage,from,endpoint,slack [ns]
global route,rs1_data[0],br_equal,2.46
finish,rs1_data[0],br_equal,2.85
CTS,rs1_data[0],br_equal,2.77
==> cells in the final DEF (no fill, tap or decap), drive strengths merged, types with 7 or more instances in the layout <==
cell type,instances
nand4,8
ha,32
nor2,14
inv,44
xor2,8
nand2,28
a21o,8
o21ai,18
xnor2,11
nand3,7
o31ai,7
a21oi,40
clkdlybuf4s50,67
Power figures rest on the tool's default switching activity, not on a simulated workload.
