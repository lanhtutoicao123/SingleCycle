==> ./design.v <==
module alu(
    input logic [31:0] i_operand_a,
    input logic [31:0] i_operand_b,
    input logic [3:0] i_alu_op,
    output logic [31:0] o_alu_data
);
localparam [31:0] ONE = 32'h0000_0001;
localparam [31:0] ZERO = 32'h0000_0000;
localparam logic [31:0] COMP_ONE = 32'b1000_0000_0000_0000_0000_0000_0000_0000;
localparam [3:0] OP_ADD  = 4'b0000; 
localparam [3:0] OP_SUB  = 4'b0001; 
localparam [3:0] OP_SLT  = 4'b0010; 
localparam [3:0] OP_SLTU = 4'b0011; 
localparam [3:0] OP_XOR  = 4'b0100; 
localparam [3:0] OP_OR   = 4'b0101; 
localparam [3:0] OP_AND  = 4'b0110; 
localparam [3:0] OP_SLL  = 4'b0111; 
localparam [3:0] OP_SRL  = 4'b1000; 
localparam [3:0] OP_SRA  = 4'b1001; 
localparam [3:0] OP_OUTPUT_B = 4'b1010; 
always @(*) begin
    case (i_alu_op)
        OP_ADD: o_alu_data = func_add(i_operand_a, i_operand_b);    
        OP_SUB: o_alu_data = func_sub(i_operand_a, i_operand_b);    
        OP_SLT: o_alu_data = func_slt(i_operand_a, i_operand_b);    
        OP_SLTU: o_alu_data = func_sltu(i_operand_a, i_operand_b);  
        OP_XOR: o_alu_data = i_operand_a ^ i_operand_b;             
        OP_OR: o_alu_data = i_operand_a | i_operand_b;              
        OP_AND: o_alu_data = i_operand_a & i_operand_b;             
        OP_SLL: o_alu_data = func_sll(i_operand_a, i_operand_b[4:0]);    
        OP_SRL: o_alu_data = func_srl(i_operand_a, i_operand_b[4:0]);    
        OP_SRA: o_alu_data = func_sra(i_operand_a, i_operand_b[4:0]);    
        OP_OUTPUT_B: o_alu_data = i_operand_b;
        default: o_alu_data = ZERO;  
    endcase
end
function [31:0] func_add;
    input [31:0] i_a, i_b;
    begin
        func_add = i_a + i_b;
    end
endfunction
function [31:0] func_sub;
    input [31:0] i_a, i_b;
    begin
        func_sub = i_a + (~i_b + ONE);
    end
endfunction
    function [31:0] func_slt;
        input [31:0] i_a;
        input [31:0] i_b;
        reg [32:0] temp;
        begin
            temp = {1'b0, i_a} + ~{1'b0, i_b} + 32'b1;
            if(i_a[31] ^ i_b[31] == 1'b0) func_slt = {31'b0,temp[31]};
            else func_slt = {31'b0,i_a[31]};
        end
    endfunction
    function [31:0] func_sltu;
        input [31:0] i_a;
        input [31:0] i_b;
        reg [32:0] temp;
        begin
            temp = {1'b0, i_a} + ~{1'b0, i_b} + 32'b1;
            func_sltu = {31'b0,temp[32]};
        end
    endfunction
function [31:0] func_sll;
    input [31:0] i_a;     
    input [4:0] i_b;      
    reg [31:0] shift1_out;
    reg [31:0] shift2_out;
    reg [31:0] shift3_out;
    reg [31:0] shift4_out;
    begin
        shift1_out = 32'b0;
        shift2_out = 32'b0;
        shift3_out = 32'b0;
        shift4_out = 32'b0;
        shift1_out = i_b[0] ? {i_a[30:0], 1'b0} : i_a;
        shift2_out = i_b[1] ? {shift1_out[29:0], 2'b0} : shift1_out;
        shift3_out = i_b[2] ? {shift2_out[27:0], 4'b0} : shift2_out;
        shift4_out = i_b[3] ? {shift3_out[23:0], 8'b0} : shift3_out;
        func_sll = i_b[4] ? {shift4_out[15:0], 16'b0} : shift4_out;
    end
endfunction
function [31:0] func_srl;
    input [31:0] i_a;   
    input [4:0] i_b;    
    reg [31:0] result;  
    begin
        result = i_a;   
        if (i_b[0]) result = {1'b0, result[31:1]};         
        if (i_b[1]) result = {2'b00, result[31:2]};        
        if (i_b[2]) result = {4'b0000, result[31:4]};      
        if (i_b[3]) result = {8'b00000000, result[31:8]};  
        if (i_b[4]) result = {16'b0000000000000000, result[31:16]};  
        func_srl = result;  
    end
endfunction
function [31:0] func_sra;
    input [31:0] i_a;
    input [4:0] i_b;  
    reg [31:0] shift1_out;
    reg [31:0] shift2_out;
    reg [31:0] shift3_out;
    reg [31:0] shift4_out;
    begin
        shift1_out = 32'b0;
        shift2_out = 32'b0;
        shift3_out = 32'b0;
        shift4_out = 32'b0;
        shift1_out = i_b[0] ? {{1{i_a[31]}}, i_a[31:1]} : i_a;
        shift2_out = i_b[1] ? {{2{shift1_out[31]}}, shift1_out[31:2]} : shift1_out;
        shift3_out = i_b[2] ? {{4{shift2_out[31]}}, shift2_out[31:4]} : shift2_out;
        shift4_out = i_b[3] ? {{8{shift3_out[31]}}, shift3_out[31:8]} : shift3_out;
        func_sra = i_b[4] ? {{16{shift4_out[31]}}, shift4_out[31:16]} : shift4_out;
    end
endfunction
endmodule
==> ./run.sh <==
#!/bin/bash
# OpenROAD 26Q1-2900-gdf79404cd8, Yosys 0.63+post, stock flow scripts
make -C /OpenROAD-flow-scripts/flow DESIGN_CONFIG=/design/flow/config.mk WORK_HOME=/design/flow/orfs finish
==> ./config.mk <==
export PLATFORM = sky130hd
export DESIGN_NAME = alu
export DESIGN_NICKNAME = alu
export VERILOG_FILES = /design/flow/design.v
export SDC_FILE = /design/flow/constraint.sdc
export NUM_CORES = 4
export LEC_CHECK = 1
export CORE_UTILIZATION = 30
==> ./constraint.sdc <==
current_design alu

set clk_period 17.4
set clk_io_pct 0.2

create_clock -name clk0 -period $clk_period

set non_clock_inputs [all_inputs -no_clocks]
set_input_delay [expr $clk_period * $clk_io_pct] -clock clk0 $non_clock_inputs
set_output_delay [expr $clk_period * $clk_io_pct] -clock clk0 [all_outputs]
==> Changelog: implementation <==
### Implementation results

* Hold Path Origin: i_operand_b[1]
* CTS-repair resized insts at 0
* GRT Residual Overflow at 0
* Syn_area_per_cell at ~7 um2
* Antenna cell count at 0
* Vias per cell at slightly above 6
* Register area at 0 um2
* Total Routing Usage GR at approximately 27%
* DRC Markers at 0
* Hold depth at 5
* Iteration tally of the first detailed-router pass at 6
* Fp_density at between 30% and 40%
* Commonest Layout Cell: nor2_1
* Sequential cell count at 0
* Initial antenna violation count at 1
* Most frequent cells in the layout: nor2_1, a21oi_1, o21ai_0, ha_1, clkdlybuf4s50_1
* Min Tclk post-route at 11360 ps
* Crit-path cells: buf_2 -> buf_4 -> inv_1 -> ha_1 -> nor2_1 -> a211oi_1 -> and2b_1 -> o21ai_1 -> nand2_1 -> a211oi_1 -> mux2_2 -> a31oi_1 -> o311ai_1 -> clkdlybuf4s50_1
* CP arrival at roughly 7900 ps
* Dpl cells at approximately 1700
* ANT nets after route at 0
* Tool warnings at roughly 100
* Crit-path slowest cell: ha_1
* Final Hold Fails at 0
* Highest clock rate at between 80 and 90 MHz
* Max-Cap Viols at 0
* Worst slew margin at just over 40%
* Mapped cell area at between 0.008 and 0.009 mm2
* Initial DRC count at between 1000 and 1500
* Detailed-route wire length at around 41000 um
* Hold Path Class: input port to output pin
* Status: finished clean
* GPL Wtd Cong at approximately 0.98
* Crit. path cell count at 14
* Hold EP: o_alu_data[1]
* Critical path required time at 13920 ps
* Post-layout period usage at between 60% and 70%
* Vias in the first global route at around 9400
* Largest fanout on the critical path at 63
* Port Buffers at 100
* Post-route worst setup slack at 6040 ps
* Synth warn at 1
* Pin count of the biggest net entering global routing at between 70 and 80
* Site Rows at about 62
* Worst VDD drop at 0.0109 mV
* Fin cells at 1694
* Delay-heaviest family, CP: buffers and inverters
* Unrepaired setup endpoints after global routing: false
* Chip area at 0.0301 mm2
* Detailed Place HPWL at between 30000 and 40000 um
* Critical Path Max Stage Delay at roughly 540 ps
* Hold buffer count at CTS at 0
* Startpoint types: input port
* First-pass GRT wire length at 61100 um
* Yosys chip area at around 0.009 mm2
* WL/cell at ~24 um
* Cell Type Count at 83
* Syn-to-layout area delta at 12.9%
* Setup violations, final at 0
* Number of cell instances after yosys synthesis at approximately 1300
* P_leak at between 4 and 5 nW
* Mapped Cells at approximately 1300
* Top Ports at roughly 100
* Die span in y at between 150 and 200 um
* Die width at 174 um
* Seq/Total Area, Yosys at 0%
* PwrDens at roughly 33 mW/mm2
* Worst slew pin tran at 878 ps
* Setup Crit Path Kind: input port to output pin
* # clk buffers at 0
* Crit path buf inv count at 4
* Fin. max-slew vios at 0
* Number of post-CTS setup repair buffers at 0
* Core ar. at ~0.029 mm2
* CP endpoint kind: output pin
* TNS Setup at 0 ps
* Layout cell share with drive strength beyond 1 at under 10%
* Place WS at 6200 ps
* Min Hold Slack at ~7900 ps
* Vias at around 10000
* Most common cell type on the critical path: a211oi_1
[Yosys cell counts (all sizes together), types with 6 or more instances]
cell type	instances	area (um2)
or3	13	81.3
o22ai	13	81.3
inv	90	338
mux4	43	968
o31ai	9	67.6
ha	100	1250
nand3	20	100
a21o	15	115
o211ai	26	209
nand2	88	330
nand4	6	37.5
a211o	10	90.1
a221oi	10	87.6
xnor2	22	193
o21a	10	75.1
o21bai	12	90.1
nor2b	14	87.6
clkbuf	63	246
a21oi	111	559
buf	43	238
nor2	169	634
a211oi	32	245
nand2b	13	81.3
nor3	51	260
a31oi	15	115
mux2	6	67.6
a2111oi	6	71.3
a22oi	22	165
o221ai	6	65.1
mux2i	53	531
o2111ai	8	70.1
o21ai	116	584
nor4	10	62.6
[layer usage]
metal  wire (um)  global-route usage [%]  up-vias
met4         966                    5.24        0
met5           0                       0        -
met3        3090                    2.73       59
li1            -                       -     4844
met1       19000                    42.6     5045
met2       17700                    39.9      535
[kinds of logic after synthesis]
logic type	count (synthesis)	synth area share, %
AOI/OAI and AO/OA	463	35.0
xor gates and xnor gates	25	2.48
adders and majority gates	102	14.6
buffers and inverters	197	9.36
muxes	102	17.8
and+or+nand+nor	406	20.8
[cell type report]
| cell class | count | area, um2 |
|---|---|---|
| Timing Repair Buffer | 121 | 1130 |
| Inverter | 91 | 342 |
| Tap cell | 384 | 480 |
| Fill cell | 3117 | 18900 |
| Multi-Input combinational cell | 1098 | 8010 |
[stage by stage]
step                instance area [um2]  utilization, %  power (mW)
finish                             9960            34.5       0.326
global route                       9960            34.5       0.351
CTS                                9960            34.5       0.320
detailed placement                 9960            34.5       0.317
global placement                   9960            34.5       0.320
floorplan                          8820               -       0.203
[worst max-delay path by stage]
stage / start / to / slack (ps)
4_1_cts: i_operand_b[4] / o_alu_data[28] / 6150
5_1_grt: i_operand_b[4] / o_alu_data[28] / 5750
6_report: i_operand_b[4] / o_alu_data[28] / 6040
[where the power goes]
group | switching, mW | internal (mW)
Sequential | 0 | 0
Combinational | 0.195 | 0.131
Clock | 0 | 0
No activity file was given, so power comes from the tool's default toggle rates.
